## ./design.v

```verilog
localparam EGF_DIM = 8;
localparam logic EGF_PRI_POL[EGF_DIM : 0] = '{1, 0, 0, 0, 1, 1, 1, 0, 1};
localparam RSC_COR_CAP = 8;
localparam RSC_PAR_LEN = 2 * RSC_COR_CAP;
localparam RSC_COD_LEN = 2 ** EGF_DIM - 1;
localparam RSC_MES_LEN = RSC_COD_LEN - RSC_PAR_LEN;
localparam logic [RSC_PAR_LEN : 0][EGF_DIM - 1 : 0] RSC_GEN_POL = '{'b00000001, 'b01110110, 'b00110100, 'b01100111, 'b00011111, 'b01101000, 'b01111110, 'b10111011, 'b11101000, 'b00010001, 'b00111000, 'b10110111, 'b00110001, 'b01100100, 'b01010001, 'b00101100, 'b01001111};
localparam ENC_SYM = 4;
localparam logic [RSC_PAR_LEN - 1 : 0][$clog2(RSC_COD_LEN) - 1 : 0] ENC_CON_STA = '{'d239, 'd240, 'd241, 'd242, 'd243, 'd244, 'd245, 'd246, 'd247, 'd248, 'd249, 'd250, 'd251, 'd252, 'd253, 'd254};
localparam ENC_MES_BUF_DEP = 7;
localparam ENC_PAR_BUF_DEP = RSC_PAR_LEN;
localparam SEL_PHA_NUM = 3;
localparam PRO_PHA_NUM = 3;
typedef enum logic [$clog2(SEL_PHA_NUM) - 1 : 0] {
    SEL_IDL,
    SEL_MES,
    SEL_PAR
} SEL_PHASE;
typedef enum logic [$clog2(PRO_PHA_NUM) - 1 : 0] {
    PRO_IDL,
    PRO_PAR,
    PRO_FUL
} PRO_PHASE;
module enc_par_buffer (
    input clk,
    input rst_n,
    input pro_finish,
    input [RSC_PAR_LEN - 1 : 0][EGF_DIM - 1 : 0] pro_data,
    output logic [ENC_PAR_BUF_DEP - 1 : 0][EGF_DIM - 1 : 0] par_buf_data
);
    always_ff @(posedge clk or negedge rst_n) begin
        if (!rst_n) begin
            par_buf_data <= '0;
        end else if (pro_finish) begin
            par_buf_data <= pro_data;
        end
    end
endmodule
```

## ./run.sh

```bash
#!/bin/bash
# OpenROAD 26Q1-2900-gdf79404cd8, Yosys 0.63+post, stock flow scripts
make -C /OpenROAD-flow-scripts/flow DESIGN_CONFIG=/design/flow/config.mk WORK_HOME=/design/flow/orfs finish
```

## ./config.mk

```make
export PLATFORM = sky130hd
export DESIGN_NAME = enc_par_buffer
export DESIGN_NICKNAME = enc_par_buffer
export VERILOG_FILES = /design/flow/design.v
export SDC_FILE = /design/flow/constraint.sdc
export NUM_CORES = 4
export LEC_CHECK = 1
export CORE_AREA = 10 10 177 177
export DIE_AREA = 0 0 187 187
export SYNTH_HDL_FRONTEND = slang
```

## ./constraint.sdc

```tcl
current_design enc_par_buffer

set clk_period 1.0
set clk_io_pct 0.2

create_clock -name clk0 -period $clk_period [get_ports {clk}]

set non_clock_inputs [all_inputs -no_clocks]
set_input_delay [expr $clk_period * $clk_io_pct] -clock clk0 $non_clock_inputs
set_output_delay [expr $clk_period * $clk_io_pct] -clock clk0 [all_outputs]
```

==> deck_impl_summary.md <==
Key Metrics from the Run

Status
  – Outcome: finished, violations left
  – Failing checks: hold timing, setup timing

Job
  – Maxcap violations: 0
  – Tool warnings: 29

Layout
  – Fraction of layout cells with a size suffix above 1: 0.5420
  – Top reg by flops: par_buf_data
  – Final cell utilization of the core: 0.2854
  – Biggest regs: par_buf_data: 128 flops
  – Area Growth Syn to Fin: 63.52%
  – # fillers: 2887
  – Top cells excl fill/tap: clkdlybuf4s50_1, buf_2, dfrtp_1
  – Max reg flops: 128

Power
  – Share of power burned in registers: 0.439
  – Power per cell area: 1713 nW/um^2
  – Total power: about 14 mW
  – Clock share of power: 0.419
  – LEAKAGE: 3.451 nW
  – Switching power: 3.012 mW
  – Comb pwr share: 0.142
  – Int Power: between 10 and 15 mW
  – Peak VDD IR: 0.7237 mV
  – Switching portion of total power: 0.2230

Die
  – Die ar.: approximately 35000 sq um
  – Number of I/O pins: around 260
  – Area of the core: 27630 sq um
  – Core Util at FP: 0.1745
  – Cell Rows: 61
  – Chip height: 187 um
  – Die span in x: 187 um

GRT
  – Gr usage total: 0.08385
  – Grt ovf: 0
  – Initial antenna violation count: 0
  – Global-route wire length before repair: 22.85 mm
  – Vias in the first global route: 3580
  – Largest net degree at the start of global routing: 37

Setup path
  – Levels on crit path: 1
  – Slowest library cell on the worst path: dfrtp_1
  – Worst Reg-to-Reg Cells: 3
  – Cell Chain, Critical Path: buf_2
  – WS Path Type: reg2out
  – CP Data Required Time: ~0.8 ns
  – Critical Path Start Type: flip-flop
  – Max stage delay on crit path: ~0.4 ns
  – WP data arrival: about 0.92 ns
  – CP bufs+invs: 1
  – Top Family by Delay on Critical Path: flip-flops
  – Worst-path maximum fanout: 2
  – Critical path endpoint category: output port

Placed design
  – DP Wirelength: 11.29 mm
  – GPL Wtd Cong: 0.7664
  – # port buffers: roughly 260
  – Place WS: -0.1590 ns

Timing
  – Fin crit share: 1.116
  – Final slew viol count: 0
  – Worst Tran Pin Value: 0.5381 ns
  – F_max: 895.7 MHz
  – Setup TNS Final: -11.60 ns
  – Unrepaired setup endpoints after global routing: true
  – Final setup viols: 128
  – Clk_skew: 0 ns
  – Max_slew headroom: 0.6401
  – Minimum clock period: 1.116 ns
  – Hold_ws: -0.2131 ns
  – Final hold vios: 20
  – Setup ws final: -0.1165 ns

Yosys
  – Ys flops: 128
  – Largest area contributor in the netlist: dfrtp_1
  – Synth top area share: 0.6642
  – Cells after Synth: 270
  – Distinct lib cells: 4
  – Post-synth seq share: 0.6642
  – Avg Cell Area, Syn: approximately 18 sq um
  – Mapped cell area: about 4800 sq um
  – Post-synth area hogs: dfrtp_1, mux2_2, clkbuf_8, buf_6
  – Yosys chip area: 4822 sq um
  – Yosys stat cell total: 270
  – Ys Warns: 0

Clock network
  – Num CTS Buffers: 17
  – H-tree levels: 4
  – CTS tree: yes
  – Late-Pin Clk Latency: approximately 0.40 ns
  – Clock tree buffer depth: 2
  – Clock sinks: ~130
  – Root Buffer: clkbuf_16
  – Worst-path clk slew: around 0.06 ns

Drt
  – Post-DR vias/cell: 3.495
  – First-pass DRT Iterations: 2
  – Drt wl/cell: 15.68 um
  – 1st-iter DRT viols: 42
  – WL final: about 15 mm
  – Ant. Diodes: 0
  – Remaining DRCs: 0
  – Vias: 3320
  – Routed Antenna Nets: 0

Min path
  – Hold Path Class: in2async
==> layout make-up <==
type	instances	area, sq um	share of cell area
clock inverter	8	65.06	0.008251
clock buffer	23	457.9	0.05808
sequential	128	3203	0.4062
timing repair buffer	285	2241	0.2842
tap	378	473.0	0.05998
multi-input combinational	128	1445	0.1833
==> path summary, 6_finish.rpt <==
path | start | to | slack (ns)
setup / recovery | par_buf_data[120] | par_buf_data[120] | -0.12
hold / removal | rst_n | par_buf_data[10] | -0.21
setup reg to reg | par_buf_data[24] | par_buf_data[24] | 0.02
hold reg to reg | par_buf_data[62] | par_buf_data[62] | 0.50
max in group asynchronous | rst_n | par_buf_data[113] | 0.18
min in group clk0 | pro_finish | par_buf_data[56] | 0.31
==> cells in the mapped netlist <==
cell type	instances
dfrtp_1	128
mux2_2	128
clkbuf_8	8
buf_6	6
==> kinds of logic (layout without fill, tap and decap cells) <==
| group | after synthesis | count (layout) | share of synthesized area |
|---|---|---|---|
| buffers and inverters | 14 | 316 | 0.03684 |
| muxes | 128 | 128 | 0.2989 |
| DFF | 128 | 128 | 0.6642 |
==> per-stage QoR <==
step | cell area (sq um) | cells
after floorplan | 4822 | 270
after global placement | 7874 | 907
after detailed placement | 7874 | 907
after CTS | 7859 | 948
after global routing | 7885 | 950
final | 7885 | 950
==> power by group through the flow <==
stage	registers (mW)	clock network, mW	logic, mW
after CTS	5.93	5.98	1.97
after global routing	6.00	6.15	2.12
final	5.92	5.66	1.92
==> what timing repair did <==
action	CTS	global route
pin swaps	0	0
buffers inserted	7	4
endpoints found under the hold margin	128	16
setup endpoints to repair	128	129
resized	429	3
==> routing by layer <==
| metal | part of all wire | global-route usage | up-vias |
|---|---|---|---|
| met5 | 0 | 0 | - |
| met4 | 0.016 | 0.01365 | 0 |
| met3 | 0.083 | 0.03485 | 10 |
| met2 | 0.51 | 0.1438 | 128 |
| met1 | 0.39 | 0.09790 | 1652 |
| li1 | - | - | 1530 |
No activity file was given, so power comes from the tool's default toggle rates.
