==> design/flow/design.v <==
localparam EGF_DIM = 8;
localparam logic EGF_PRI_POL[EGF_DIM : 0] = '{1, 0, 0, 0, 1, 1, 1, 0, 1};
localparam RSC_COR_CAP = 8;
localparam RSC_PAR_LEN = 2 * RSC_COR_CAP;
localparam RSC_COD_LEN = 2 ** EGF_DIM - 1;
localparam RSC_MES_LEN = RSC_COD_LEN - RSC_PAR_LEN;
localparam logic [RSC_PAR_LEN : 0][EGF_DIM - 1 : 0] RSC_GEN_POL = '{'b00000001, 'b01110110, 'b00110100, 'b01100111, 'b00011111, 'b01101000, 'b01111110, 'b10111011, 'b11101000, 'b00010001, 'b00111000, 'b10110111, 'b00110001, 'b01100100, 'b01010001, 'b00101100, 'b01001111};
localparam ENC_SYM = 4;
localparam logic [RSC_PAR_LEN - 1 : 0][$clog2(RSC_COD_LEN) - 1 : 0] ENC_CON_STA = '{'d239, 'd240, 'd241, 'd242, 'd243, 'd244, 'd245, 'd246, 'd247, 'd248, 'd249, 'd250, 'd251, 'd252, 'd253, 'd254};
localparam ENC_MES_BUF_DEP = 7;
localparam ENC_PAR_BUF_DEP = RSC_PAR_LEN;
localparam SEL_PHA_NUM = 3;
localparam PRO_PHA_NUM = 3;
typedef enum logic [$clog2(SEL_PHA_NUM) - 1 : 0] {
    SEL_IDL,
    SEL_MES,
    SEL_PAR
} SEL_PHASE;
typedef enum logic [$clog2(PRO_PHA_NUM) - 1 : 0] {
    PRO_IDL,
    PRO_PAR,
    PRO_FUL
} PRO_PHASE;
module enc_selector (
    input clk,
    input rst_n,
    input SEL_PHASE sel_phase,
    input [$clog2(ENC_SYM + 1) - 1 : 0] sel_request,
    input [$clog2(ENC_MES_BUF_DEP + 1) - 1 : 0] sel_mes_offset,
    input [$clog2(ENC_PAR_BUF_DEP + 1) - 1 : 0] sel_par_offset,
    input [RSC_PAR_LEN - 1 : 0][EGF_DIM - 1 : 0] pro_data,
    input [ENC_MES_BUF_DEP - 1 : 0][EGF_DIM - 1 : 0] mes_buf_data,
    input [ENC_PAR_BUF_DEP - 1 : 0][EGF_DIM - 1 : 0] par_buf_data,
    output logic [ENC_SYM - 1 : 0][EGF_DIM - 1 : 0] sel_data
);
    logic [ENC_SYM - 1 : 0][EGF_DIM - 1 : 0] sel_data_new;
    always_ff @(posedge clk or negedge rst_n) begin
        if (!rst_n) begin
            sel_data <= '0;
        end else begin
            sel_data <= sel_data_new;
        end
    end
    always_comb begin
        for (int i = ENC_SYM - 1; i >= 0; i --) begin
            if (sel_phase == SEL_MES && i >= ENC_SYM - sel_request) begin
                sel_data_new[i] = mes_buf_data[i + sel_mes_offset + sel_request - ENC_SYM];
            end else if (sel_phase == SEL_MES) begin
                sel_data_new[i] = pro_data[i + sel_par_offset];
            end else if (sel_phase == SEL_PAR && i >= sel_request) begin
                sel_data_new[i] = par_buf_data[i + sel_par_offset - sel_request];
            end else begin
                sel_data_new[i] = mes_buf_data[i + sel_mes_offset];
            end
        end
    end
endmodule
==> design/flow/run.sh <==
#!/bin/bash
# OpenROAD 26Q1-2900-gdf79404cd8, Yosys 0.63+post, stock flow scripts
make -C /OpenROAD-flow-scripts/flow DESIGN_CONFIG=/design/flow/config.mk WORK_HOME=/design/flow/orfs finish
==> design/flow/config.mk <==
export PLATFORM = sky130hd
export DESIGN_NAME = enc_selector
export DESIGN_NICKNAME = enc_selector
export VERILOG_FILES = /design/flow/design.v
export SDC_FILE = /design/flow/constraint.sdc
export NUM_CORES = 4
export LEC_CHECK = 1
export CORE_UTILIZATION = 50
export SYNTH_HDL_FRONTEND = slang
==> design/flow/constraint.sdc <==
current_design enc_selector

set clk_period 1.0
set clk_io_pct 0.2

create_clock -name clk0 -period $clk_period [get_ports {clk}]

set non_clock_inputs [all_inputs -no_clocks]
set_input_delay [expr $clk_period * $clk_io_pct] -clock clk0 $non_clock_inputs
set_output_delay [expr $clk_period * $clk_io_pct] -clock clk0 [all_outputs]
==> results.sh <==
# source this file to load flow results
export IMPL_syn_avg_cell_area_um2=10.8
export IMPL_floorplan_die_height_um=168
export IMPL_clockBufferDepth=2
export IMPL_synthTopCellsByArea="mux4_2 (49%), mux2i_1 (6.9%), dfrtp_1 (5.8%)"
export IMPL_top_cell_area_share=0.489
export IMPL_grt_pass1_vias=23200
export IMPL_rows=60
export IMPL_edf_count=0
export IMPL_port_buffers=357
export IMPL_fp_util=0.511
export IMPL_ys_seq_share=0.0578
export IMPL_run_status="aborted with a tool error"
export IMPL_root_buffer="clkbuf_16"
export IMPL_grt_overflow=662
export IMPL_cts_max_level=2
export IMPL_ys_flops=32
export IMPL_fp_dieW_um=168
export IMPL_synth_cells=1280
export IMPL_placed_area_mm2=0.0219
export IMPL_async_flop_share=1.00
export IMPL_grt_pass1_wl_um=161000
export IMPL_firstError="[ERROR GRT-0116] Global routing finished with congestion. Check the congestion regions in the DRC Viewer."
export IMPL_flow_stopped_at="global routing"
export IMPL_grt_start_max_net_pins=64
export IMPL_cts_buffers=5
export IMPL_place_hpwl_um=62600
export IMPL_grtUsageTotal=0.832
export IMPL_ff_type="dfrtp_1"
export IMPL_gp_congestion=1.12
export IMPL_largest_area_cell="mux4_2"
export IMPL_yosysWarnings=0
export IMPL_dp_cells=2406
export IMPL_syn_area_mm2=0.0139
export IMPL_clock_sinks=32
export IMPL_ys_cells=1280
export IMPL_io_pins=359
export IMPL_ys_area_mm2=0.0139
export IMPL_ys_types=66
repair_timing:
| item | CTS |
|---|---|
| hold endpoints to repair | 10 |
| hold buffers | 2 |
| pin swaps | 79 |
| buffers inserted | 60 |
| setup endpoints to repair | 64 |
| gates resized | 322 |
| gates cloned | 6 |
cells by family after synthesis:
kind of cell / after synthesis / share of synthesized area
mux: 439 / 0.599
simple gates: 336 / 0.107
compound gates: 263 / 0.125
buf+inv: 145 / 0.0449
fa+ha+maj: 35 / 0.0338
flops: 32 / 0.0578
xor+xnor: 30 / 0.0323
stage by stage:
stage	setup slack [ns]	setup TNS (ns)	hold WS [ns]
floorplan	-2.17	-61.75	-0.0956
global placement	-2.47	-74.35	0.102
detailed placement	-2.60	-76.36	0.101
CTS	-1.58	-45.93	0.420
metal layers:
metal,global-route usage,GRT overflow
met5,0.529,15
met4,0.758,229
met3,0.760,49
met2,0.970,341
met1,0.814,28
cells in the mapped netlist (all sizes together) (4+ instances only):
library cell  number
o211ai            32
nor4               5
nor2b              7
nor3b              5
buf               65
xnor2             20
inv               17
a32oi              5
nand4             13
a22o               8
a21oi             70
nand2b             8
dfrtp             32
nor3              18
o21ai             36
xor2               8
nand2            165
a31oi             21
mux4             307
nor2              57
a221oi             6
o22ai             26
nand3             47
mux2              36
a211oi            17
fa                 4
mux2i             96
clkbuf            61
a221o              7
a22oi              9
ha                31
