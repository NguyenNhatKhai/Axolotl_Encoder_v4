<file path="flow/design.v">
localparam EGF_DIM = 8;
localparam logic EGF_PRI_POL[EGF_DIM : 0] = '{1, 0, 0, 0, 1, 1, 1, 0, 1};
localparam RSC_COR_CAP = 8;
localparam RSC_PAR_LEN = 2 * RSC_COR_CAP;
localparam RSC_COD_LEN = 2 ** EGF_DIM - 1;
localparam RSC_MES_LEN = RSC_COD_LEN - RSC_PAR_LEN;
localparam logic [RSC_PAR_LEN : 0][EGF_DIM - 1 : 0] RSC_GEN_POL = '{'b00000001, 'b01110110, 'b00110100, 'b01100111, 'b00011111, 'b01101000, 'b01111110, 'b10111011, 'b11101000, 'b00010001, 'b00111000, 'b10110111, 'b00110001, 'b01100100, 'b01010001, 'b00101100, 'b01001111};
localparam ENC_SYM = 4;
localparam logic [RSC_PAR_LEN - 1 : 0][$clog2(RSC_COD_LEN) - 1 : 0] ENC_CON_STA = '{'d239, 'd240, 'd241, 'd242, 'd243, 'd244, 'd245, 'd246, 'd247, 'd248, 'd249, 'd250, 'd251, 'd252, 'd253, 'd254};
localparam ENC_MES_BUF_DEP = 7;
localparam ENC_PAR_BUF_DEP = RSC_PAR_LEN;
localparam SEL_PHA_NUM = 3;
localparam PRO_PHA_NUM = 3;
typedef enum logic [$clog2(SEL_PHA_NUM) - 1 : 0] {
    SEL_IDL,
    SEL_MES,
    SEL_PAR
} SEL_PHASE;
typedef enum logic [$clog2(PRO_PHA_NUM) - 1 : 0] {
    PRO_IDL,
    PRO_PAR,
    PRO_FUL
} PRO_PHASE;
module enc_controller (
    input clk,
    input rst_n,
    output logic [$clog2(RSC_COD_LEN) - 1 : 0] con_counter,
    output logic con_stall,
    output PRO_PHASE pro_phase,
    output logic pro_finish,
    output logic [$clog2(ENC_MES_BUF_DEP + 1) - 1 : 0] pro_offset,
    output SEL_PHASE sel_phase,
    output logic [$clog2(ENC_SYM + 1) - 1 : 0] sel_request,
    output logic [$clog2(ENC_MES_BUF_DEP + 1) - 1 : 0] sel_mes_offset,
    output logic [$clog2(ENC_PAR_BUF_DEP + 1) - 1 : 0] sel_par_offset
);
    logic [$clog2(RSC_COD_LEN) - 1 : 0] con_counter_new;
    logic con_stall_new;
    PRO_PHASE pro_phase_new;
    logic pro_finish_new;
    logic [$clog2(ENC_MES_BUF_DEP + 1) - 1 : 0] pro_offset_new;
    SEL_PHASE sel_phase_new;
    logic [$clog2(ENC_SYM + 1) - 1 : 0] sel_request_new;
    logic [$clog2(ENC_MES_BUF_DEP + 1) - 1 : 0] sel_mes_offset_new;
    logic [$clog2(ENC_PAR_BUF_DEP + 1) - 1 : 0] sel_par_offset_new;
    assign con_counter_new = (con_counter > RSC_COD_LEN - ENC_SYM) ? (con_counter + ENC_SYM - RSC_COD_LEN) : (con_counter + ENC_SYM);
    assign pro_finish_new = (con_counter_new >= RSC_MES_LEN) & (con_counter_new < RSC_MES_LEN + ENC_SYM);
    assign sel_par_offset_new = pro_finish_new ? (sel_request_new + RSC_PAR_LEN - ENC_SYM) : (sel_par_offset + sel_request_new - ENC_SYM);
    always_ff @(posedge clk or negedge rst_n) begin
        if (!rst_n) begin
            con_counter <= '0;
            con_stall <= '0;
            pro_phase <= PRO_IDL;
            pro_finish <= '0;
            pro_offset <= '0;
            sel_phase <= SEL_IDL;
            sel_request <= '0;
            sel_mes_offset <= '0;
            sel_par_offset <= '0;
        end else begin
            con_counter <= con_counter_new;
            con_stall <= con_stall_new;
            pro_phase <= pro_phase_new;
            pro_finish <= pro_finish_new;
            pro_offset <= pro_offset_new;
            sel_phase <= sel_phase_new;
            sel_request <= sel_request_new;
            sel_mes_offset <= sel_mes_offset_new;
            sel_par_offset <= sel_par_offset_new;
        end
    end
    always_comb begin
        logic [RSC_PAR_LEN - 1 : 0] con_stall_temp;
        for (int i = RSC_PAR_LEN - 1; i >= 0; i --) begin
            con_stall_temp[i] = (con_counter_new == ENC_CON_STA[i]);
        end
        con_stall_new = |con_stall_temp;
    end
    always_comb begin
        case (1'b1)
            con_counter_new < RSC_MES_LEN % ENC_SYM: pro_phase_new = PRO_IDL;
            con_counter_new < ENC_SYM + RSC_MES_LEN % ENC_SYM: pro_phase_new = PRO_PAR;
            con_counter_new < RSC_MES_LEN + ENC_SYM: pro_phase_new = PRO_FUL;
            default: pro_phase_new = PRO_IDL;
        endcase
    end
    always_comb begin
        if (con_counter_new == ENC_SYM) begin
            pro_offset_new = ENC_SYM - RSC_MES_LEN % ENC_SYM;
        end else begin
            case (pro_phase_new)
                PRO_PAR: pro_offset_new = con_stall ? (pro_offset - RSC_MES_LEN % ENC_SYM) : (pro_offset + ENC_SYM - RSC_MES_LEN % ENC_SYM);
                PRO_FUL: pro_offset_new = con_stall ? (pro_offset - ENC_SYM) : pro_offset;
                default: pro_offset_new = con_stall ? pro_offset : (pro_offset + ENC_SYM);
            endcase
        end
    end
    always_comb begin
        case (1'b1)
            con_counter_new == '0: sel_phase_new = SEL_IDL;
            con_counter_new < ENC_SYM: sel_phase_new = SEL_PAR;
            con_counter_new < RSC_MES_LEN + ENC_SYM: sel_phase_new = SEL_MES;
            con_counter_new <= RSC_COD_LEN: sel_phase_new = SEL_PAR;
            default: sel_phase_new = SEL_IDL;
        endcase
    end
    always_comb begin
        case (1'b1)
            con_counter_new == '0: sel_request_new = '0;
            con_counter_new < ENC_SYM: sel_request_new = con_counter_new;
            con_counter_new <= RSC_MES_LEN: sel_request_new = ENC_SYM;
            con_counter_new < RSC_MES_LEN + ENC_SYM: sel_request_new = RSC_MES_LEN + ENC_SYM - con_counter_new;
            default: sel_request_new = '0;
        endcase
    end
    always_comb begin
        if (con_counter_new == ENC_SYM) begin
            sel_mes_offset_new = '0;
        end else if (con_stall) begin
            sel_mes_offset_new = sel_mes_offset - sel_request_new;
        end else begin
            sel_mes_offset_new = sel_mes_offset + ENC_SYM - sel_request_new;
        end
    end
endmodule
</file>
<file path="flow/run.sh">
#!/bin/bash
# OpenROAD 26Q1-2900-gdf79404cd8, Yosys 0.63+post, stock flow scripts
make -C /OpenROAD-flow-scripts/flow DESIGN_CONFIG=/design/flow/config.mk WORK_HOME=/design/flow/orfs finish
</file>
<file path="flow/config.mk">
export PLATFORM = sky130hd
export DESIGN_NAME = enc_controller
export DESIGN_NICKNAME = enc_controller
export VERILOG_FILES = /design/flow/design.v
export SDC_FILE = /design/flow/constraint.sdc
export NUM_CORES = 4
export LEC_CHECK = 1
export CORE_AREA = 10 10 110 110
export DIE_AREA = 0 0 120 120
export SYNTH_HDL_FRONTEND = slang
</file>
<file path="flow/constraint.sdc">
current_design enc_controller

set clk_period 5.9
set clk_io_pct 0.2

create_clock -name clk0 -period $clk_period [get_ports {clk}]

set non_clock_inputs [all_inputs -no_clocks]
set_input_delay [expr $clk_period * $clk_io_pct] -clock clk0 $non_clock_inputs
set_output_delay [expr $clk_period * $clk_io_pct] -clock clk0 [all_outputs]
</file>
==> metrics.csv <==
metric,value,unit
hp-class,register to register,
p_seq_share,61.0,%
r2r_start,con_counter[2]$_DFF_PN0_,
drtAntennaViolNets,0,
rsz0062_at_grt,false,
io_buffer_count,29,
p_int,0.252,mW
cp-startpoint,con_counter[2]$_DFF_PN0_,
place_inst,344,
ys_cells,187,
outcome,"finished, final reports clean",
grt_overflow_total,0,
ys_area,0.00188,mm^2
ctsResizeCount,0,
grt_util_all_layers,6.21,%
cts_hold_buf,0,
stdcell_count,348,
timing.hold.ws,0.570,ns
crit_path_frequent_cell,ha_1,
core-area,0.00977,mm^2
n_fill_cell,1043,
path_clk_slew,0.09,ns
gp_congestion,0.833,
vias_per_cell,4.15,
synthArstFlopShare,100,%
num_rows,36,
clockRootBuffer,clkbuf_8,
tool_warnings,29,
drtIter0Drc,51,
crit_path_end,sel_mes_offset[2]$_DFF_PN0_,
hold_viol,0,
slew_headroom,56.3,%
end_kind,register,
hold_start,pro_offset[1]$_DFFE_PN0P_,
htreeDepth,1,
finalSetupViolations,0,
post_cts_buffers,0,
flop_cell,dfrtp_1,
flop_area,701,um^2
post_dp_cell_area,0.00231,mm^2
netlist_instances,187,
first_pass_iters,4,
arrival,4.34,ns
synth_cell_types,50,
vias,1444,
clock_latency,0.27,ns
fin_area,0.00237,mm^2
lay_top_count,clkdlybuf4s50_1,
r2r_cells,15,
syn_area_per_cell,10.0,um^2
avgRoutedWirePerCell,12.4,um
worst-setup-path-type,register to register,
power_leakage,0.943,nW
p_clk_share,37.5,%
finalClockSkew,0.00269,ns
antennaDiodeCount,0,
crit_path_max_incr_delay,0.63,ns
drt-total-wl,4330,um
fmax,240,MHz
power_density,133,mW/mm^2
numCtsBuffers,3,
die_h,120,um
rr_endpoint,sel_mes_offset[2]$_DFF_PN0_,
ys.flops,28,
antenna_found_initial,0,
layout_top_cells,"clkdlybuf4s50_1, dfrtp_1, inv_1",
crit_chain,"inv_1, ha_1, nand4bb_1, nor4_4, o221ai_2, or2_0, o21ai_1, ha_1, inv_1, ha_1, xnor2_1, o21ai_0, xor2_1, nor3_1, a2111oi_4",
final-comb-area,0.00108,mm^2
syn-cell-area,0.00188,mm^2
die_width,120,um
max_cap_viol_count,0,
clockBufferDepth,2,
vdd_drop_max,0.000102,V
initCoreUtil,19.2,%
grt_pass1_vias,1427,
critPathLaunchType,register,
hpwl,3410,um
syn_to_final_growth,26.1,%
remaining_drc_errors,0,
io_pins,30,
synth-edff-count,0,
fin_tns_setup,0,ns
final.period_utilization,70.6,%
switching_share,19.7,%
cts_tree,done,
maxSlewViolCount,0,
drive_above_1_share,6.51,%
ys.warnings.count,0,
clock_sinks,28,
power.total,0.314,mW
layout_min_cycle_time,4.17,ns
grt_max_degree,29,
worstPathRequired,6.07,ns
chip_area,0.0144,mm^2
comb_power_share,1.5,%
cp_slowest_cell,dfrtp_1,
crit_fanout,15,
r2r_slack,1.73,ns
ys_seq_share,37.3,%
worst_pin_slew,0.656,ns
grt_pass1_wl,7380,um
power.switching,0.0618,mW
state kept, by name, indices dropped and copies added (netlist names):
register,count
con_counter,8
pro_phase,2
sel_request,3
sel_mes_offset,3
pro_offset,3
con_stall,1
pro_finish,1
sel_par_offset,5
sel_phase,2
layout make-up:
type                       instances  share of cell area, %
tap                              133                   7.02
sequential                        28                   29.6
multi-input combinational        135                   45.7
timing repair buffer              30                   12.6
clock buffer                       4                   2.32
inverter                          18                   2.85
worst min path at each step:
stage | slack, ns | endpoint | depth (start not counted)
final | 0.57 | pro_offset[1]$_DFFE_PN0P_ | 2
after CTS | 0.58 | pro_offset[1]$_DFFE_PN0P_ | 2
after global routing | 0.62 | pro_offset[0]$_DFFE_PN0P_ | 2
layer usage:
layer	track usage, %	share of wire [%]
met1	9.28	50
met2	9.15	42
met3	1.86	7.6
met4	0.226	0.39
met5	0	0
kinds of logic (layout without fill, tap and decap cells):
kind of cell	Yosys count	count (layout)	share of synthesized area, %
adders and majority gates	18	18	12.8
and+or+nand+nor	58	58	18.4
xor gates and xnor gates	13	13	6.06
muxes	3	3	1.66
buffers and inverters	24	52	5.13
AOI/OAI and AO/OA	43	43	18.6
DFF	28	28	37.3
power groups by stage:
| stage | clock network [mW] | registers, mW | logic (mW) |
|---|---|---|---|
| final | 0.118 | 0.192 | 0.00471 |
| after global routing | 0.133 | 0.192 | 0.00581 |
| after CTS | 0.125 | 0.192 | 0.00534 |
worst max-delay path, delay by kind of cell (launching register included):
| kind | cells | cell delay (ns) |
|---|---|---|
| flip-flops | 1 | 0.63 |
| AND/OR/NAND/NOR | 4 | 1.10 |
| buffers and inverters | 2 | 0.17 |
| adder cells (fa/ha/maj) | 3 | 0.79 |
| AND-OR/OR-AND | 4 | 1.03 |
| XOR/XNOR | 2 | 0.35 |
synth_stat cells (5+ instances only):
cell | number | area (um^2)
a21oi_1 | 9 | 45.0
and2_1 | 5 | 31.3
buf_2 | 5 | 25.0
dfrtp_1 | 28 | 701
ha_1 | 16 | 200
inv_1 | 18 | 67.6
nand2_1 | 11 | 41.3
nor2_1 | 11 | 41.3
xnor2_1 | 10 | 87.6
stage by stage:
stage,util [%],setup WS (ns)
finish,24.2,1.73
floorplan,-,2.35
global route,24.2,1.32
global placement,23.7,1.82
CTS,24.2,1.72
detailed placement,23.7,1.75
No activity file was given, so power comes from the tool's default toggle rates.
